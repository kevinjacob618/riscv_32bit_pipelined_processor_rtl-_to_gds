$ cat flow/run.sh
#!/bin/bash
# OpenROAD 26Q1-2900-gdf79404cd8, Yosys 0.63+post, stock flow scripts
make -C /OpenROAD-flow-scripts/flow DESIGN_CONFIG=/design/flow/config.mk WORK_HOME=/design/flow/orfs finish
$ cat flow/config.mk
export PLATFORM = sky130hd
export DESIGN_NAME = regfile
export DESIGN_NICKNAME = regfile
export VERILOG_FILES = /design/flow/design.v
export SDC_FILE = /design/flow/constraint.sdc
export NUM_CORES = 4
export LEC_CHECK = 1
export CORE_UTILIZATION = 50
$ cat flow/constraint.sdc
current_design regfile

set clk_period 5.9
set clk_io_pct 0.2

create_clock -name clk0 -period $clk_period [get_ports {clk}]

set non_clock_inputs [all_inputs -no_clocks]
set_input_delay [expr $clk_period * $clk_io_pct] -clock clk0 $non_clock_inputs
set_output_delay [expr $clk_period * $clk_io_pct] -clock clk0 [all_outputs]
$ cat flow/design.v
module regfile(
    input logic clk,
    input logic we3,
    input logic [4:0] a1, a2, a3,
    input logic [31:0] wd3,
    output logic [31:0] rd1, rd2
);
    logic [31:0] rf[31:0];   
    assign rd1 = (a1 != 0) ? rf[a1] : 32'h0;
    assign rd2 = (a2 != 0) ? rf[a2] : 32'h0;
    always_ff @(posedge clk) begin
        if (we3 && a3 != 5'd0) begin
            rf[a3] <= wd3;
        end
    end
    initial begin
        for (int i = 0; i < 32; i = i + 1) begin
            rf[i] = 32'h0;
        end
    end
endmodule
==> out/results.tsv <==
stage	metric	value	unit
worst_setup_path	crit_path_max_incr_delay	0.79	ns
synthesis	yosys_area	0.0479	sq mm
global_routing	grt.overflow.total	0	
cells_and_area	area_growth	14.8	%
synthesis	ys_cells	2564	
synthesis	synth-main-ff-cell	edfxtp_1	
detailed_routing	initialDrtViolationCount	1865	
timing	tightest_slew	1.07	ns
place	port_buffers	112	
timing	relSlewSlack	28.7	%
cells_and_area	drive_gt1_share	28.3	%
cts	cts_setup_buffers	0	
timing	rsz0062_at_grt	false	
worst_setup_path	crit_path_cell_trace	buf_8 -> buf_4 -> mux4_2 -> o2111ai_1 -> a311oi_1 -> clkdlybuf4s50_1	
worst_setup_path	startpoint	a1[2]	
cells_and_area	regMostFlops	rf	
worst_setup_path	critPathArrivalTime	4.22	ns
global_routing	grt_pass1_vias	31800	
die	row_count	113	
synthesis	ys_warn_count	1	
detailed_routing	antenna_cells	0	
place	dp_cells	3935	
timing	fin_hold_ws	1.31	ns
cts	htreeDepth	3	
cts	clockBufferDepth	3	
worst_setup_path	cp_max_fo	64	
pwr	ir_worst_vdd	0.248	mV
synthesis	ys_async_sr_fraction	0	%
pwr	power_leakage	18.0	nW
cts	cts.sinks	1024	
cts	cts-root-buf	clkbuf_16	
timing	hold_viol	0	
synthesis	top_area_share	64.2	%
synthesis	area_leaders	edfxtp_1 (64%), mux4_2 (15%), mux2i_1 (6.7%)	
timing	fmax	0.185	GHz
detailed_routing	wirelength	154000	um
cts	numCtsBuffers	110	
synthesis	ys_seq_share	64.2	%
worst_hold_path	whs_path_depth	2	
synthesis	netlist_area	0.0479	sq mm
synthesis	syn_inst	2564	
worst_hold_path	hold_start	wd3[8]	
cts	cts_resized	0	
die	core	0.0950	sq mm
cells_and_area	comb_area	0.0164	sq mm
detailed_routing	remaining_drc_errors	0	
worst_hold_path	hold_end	rf[16][8]	
cts	postCtsHoldBufs	0	
worst_setup_path	required	4.72	ns
pwr	power_density	296	mW/mm^2
synthesis	edf_count	1024	
die	fp_util	50.4	%
synthesis	yosysTopAreaCell	edfxtp_1	
cts	clk_pin_slew_worst_paths	0.06	ns
synthesis	ys.flops	1024	
timing	min_period_over_period	91.6	%
worst_setup_path	critical_path_class	input pin to output pin	
worst_hold_path	hp-class	input pin to register	
detailed_routing	wire_per_inst	37.2	um
cells_and_area	largest_reg_flops	1024	
cts	cts_tree	done	
worst_setup_path	critPathBufInv	3	
worst_setup_path	crit_slowest_cell	a311oi_1	
flow_run	drv_cap	0	
detailed_routing	dr_total_vias	28300	
cells_and_area	reg.largest.list	rf x1024	
run_status	status	finished clean	
die	dieArea	0.0971	sq mm
cells_and_area	fillers	6904	
place	gp_congestion	0.908	
die	die_w	312	um
timing	finalSetupViolations	0	
worst_setup_path	cp-end-kind	output pin	
worst_setup_path	start_kind	input pin	
worst_setup_path	critPathTopFamily	buffers and inverters	
cells_and_area	register_area	0.0307	sq mm
place	dp_hpwl	90100	um
cells_and_area	instances_no_fill	4134	
flow_run	warning_count	26	
synthesis	synth_cell_types	39	
timing	final-max-slew-violation-count	0	
detailed_routing	antenna_left	0	
global_routing	grt_first_pass_wirelength	220000	um
die	die_height	312	um
global_routing	grt_max_degree	83	
global_routing	grt_usage	36.1	%
detailed_routing	vias_per_cell	6.86	
detailed_routing	dr.pass1.iters	5	
die	ios	113	
timing	finalSetupTns	0	ns
global_routing	antenna_found_initial	3	
synthesis	syn_avg_cell_area	18.7	sq um
timing	final.min_clock_period	5.40	ns
==> cells in the final DEF, fill, tap and decap left out, types with 33 or more instances in the layout <==
| cell type | n |
|---|---|
| a221oi_1 | 38 |
| mux2_2 | 64 |
| a22oi_1 | 64 |
| a211oi_1 | 53 |
| nand2_1 | 85 |
| mux4_1 | 36 |
| nor2_4 | 33 |
| o221ai_1 | 64 |
| buf_4 | 152 |
| o21ai_0 | 50 |
| edfxtp_1 | 1024 |
| mux4_2 | 316 |
| clkdlybuf4s50_1 | 102 |
| clkbuf_16 | 112 |
| mux2i_1 | 320 |
==> report_power, final <==
group | switching [mW] | internal, mW | total [mW] | leakage (nW)
registers | 0.0435 | 8.12 | 8.16 | 9.25
clock network | 2.82 | 3.80 | 6.63 | 1.68
logic | 0.859 | 0.653 | 1.51 | 7.09
==> cell families after synthesis <==
| kind of cell | count (synthesis) | share of synthesized area [%] |
|---|---|---|
| flip-flops | 1024 | 64.2 |
| multiplexers | 736 | 25.0 |
| AND-OR/OR-AND | 374 | 6.15 |
| buffers and inverters | 217 | 2.44 |
| AND/OR/NAND/NOR | 212 | 2.18 |
| other | 1 | 0.00783 |
==> stage by stage <==
| stage | cell area [sq um] | setup WS (ns) | utilization (%) | total power, mW |
|---|---|---|---|---|
| after global routing | 55000 | 0.361 | 57.9 | 16.7 |
| after global placement | 51500 | 0.627 | 54.2 | 9.79 |
| after floorplan | 48000 | 2.13 | - | 9.12 |
| after CTS | 55000 | 0.630 | 57.9 | 16.4 |
| final | 55000 | 0.498 | 57.9 | 16.3 |
| after detailed placement | 51500 | 0.653 | 54.2 | 9.81 |
==> synthesized netlist by cell type, types with 4 or more instances <==
| cell type | n |
|---|---|
| buf_4 | 53 |
| or3b_2 | 5 |
| nand2_1 | 85 |
| mux2i_1 | 320 |
| a21oi_1 | 32 |
| mux2_2 | 64 |
| a211oi_1 | 53 |
| buf_6 | 12 |
| clkbuf_1 | 98 |
| edfxtp_1 | 1024 |
| a221oi_1 | 38 |
| mux4_1 | 36 |
| mux4_2 | 316 |
| a211oi_2 | 11 |
| nor2b_1 | 37 |
| o21ai_1 | 4 |
| a221oi_2 | 16 |
| a311oi_1 | 32 |
| buf_2 | 50 |
| nand4_1 | 32 |
| o2111ai_1 | 10 |
| o221ai_1 | 64 |
| nor2_1 | 36 |
| o21ai_0 | 50 |
| nand3b_1 | 6 |
| a22oi_1 | 64 |
==> final cells by class <==
class | count | area share, %
clock buffer | 129 | 5.21
timing repair buffer | 290 | 5.09
inverter | 2 | 0.0159
tap | 1265 | 2.88
clock inverter | 70 | 1.05
sequential | 1024 | 55.9
multi-input combinational | 1354 | 29.8
==> how the worst max path moves through the flow <==
stage / endpoint / slack, ns / depth (start not counted)
finish: rd1[14] / 0.50 / 6
global route: rd1[14] / 0.36 / 6
CTS: rd1[14] / 0.63 / 6
==> layer usage <==
layer / GRT usage, % / wire [um] / share of wire, %
met2: 48.0 / 68000 / 44
met4: 10.8 / 6480 / 4.2
met5: 3.51 / 286 / 0.19
met3: 31.4 / 31200 / 20
met1: 45.2 / 47800 / 31
Power and IR drop assume default switching activity.
