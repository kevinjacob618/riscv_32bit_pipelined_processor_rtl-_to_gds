==> /design/flow/design.v <==
`timescale 1ns / 1ps
module alu(input logic [31:0] SrcA, 
			input logic [31:0] SrcB, 
			input logic [3:0] ALUControl , 
			output logic  [31:0] ALUResult, 
			output logic Zero, Sign);
logic [31:0] Sum;
logic Overflow;
assign Sum = SrcA + (ALUControl[0] ? ~SrcB : SrcB) + ALUControl[0];   
assign Overflow = ~(ALUControl[0] ^ SrcB[31] ^ SrcA[31]) & (SrcA[31] ^ Sum[31]) & (~ALUControl[1]);
assign Zero = ~(|ALUResult);
assign Sign = ALUResult[31];
always_comb
		casex (ALUControl)
				4'b000x: ALUResult = Sum;				 
				4'b0010: ALUResult = SrcA & SrcB;	 
				4'b0011: ALUResult = SrcA | SrcB;	 
				4'b0100: ALUResult = SrcA << SrcB;	 
				4'b0101: ALUResult = {{30{1'b0}}, Overflow ^ Sum[31]};  
				4'b0110: ALUResult = SrcA ^ SrcB;    
				4'b0111: ALUResult = SrcA >> SrcB;   
				4'b1000: ALUResult = ($unsigned(SrcA) < $unsigned(SrcB));  
				4'b1111: ALUResult = SrcA >>> SrcB;  
				default: ALUResult = 32'bx;
		endcase
endmodule
==> /design/flow/run.sh <==
#!/bin/bash
# OpenROAD 26Q1-2900-gdf79404cd8, Yosys 0.63+post, stock flow scripts
make -C /OpenROAD-flow-scripts/flow DESIGN_CONFIG=/design/flow/config.mk WORK_HOME=/design/flow/orfs finish
==> /design/flow/config.mk <==
export PLATFORM = sky130hd
export DESIGN_NAME = alu
export DESIGN_NICKNAME = alu
export VERILOG_FILES = /design/flow/design.v
export SDC_FILE = /design/flow/constraint.sdc
export NUM_CORES = 4
export LEC_CHECK = 1
export CORE_UTILIZATION = 50
==> /design/flow/constraint.sdc <==
current_design alu

set clk_period 11.2
set clk_io_pct 0.2

create_clock -name clk0 -period $clk_period

set non_clock_inputs [all_inputs -no_clocks]
set_input_delay [expr $clk_period * $clk_io_pct] -clock clk0 $non_clock_inputs
set_output_delay [expr $clk_period * $clk_io_pct] -clock clk0 [all_outputs]
==> impl_metrics.ini <==
; generated from flow reports
[status]
status = finished clean

[setup_path]
crit_type = in -> out
crit_path_top_delay_cell = o311ai_0
slowest_delay_ns = 0.84
crit_buf_inv = 2
crit_family = simple AND/OR/NAND/NOR gates
cp_max_fo = 11
cp_data_arrival_time_ns = 7.04
worstSetupStartpointType = input port
cp.required_ns = 8.96
endpoint_kind = primary output
path_cells = clkdlybuf4s50_1 > ha_1 > a21oi_1 > o21ai_0 > o311ai_0 > nand4_1 > or4_1 > or3_1 > nor4_2 > nand4_1 > nor2_1 > clkdlybuf4s50_1

[synthesis]
yosysWarnings = 1
syn_area_per_cell_um2 = 7.39
yosys.stat.seqShare_pct = 0
top_area_share_pct = 18.0
yosys_cells = 1186
synth_area_mm2 = 0.00877
synth-area-yosys_mm2 = 0.00877
yosys-top-cells-count = 126 x ha_1, 103 x nand2_1, 99 x nor2_1
synth.distinct_cells = 82
topCellsByArea = ha_1 18%, mux4_2 13%, nand2_1 4.4%
yosys.area.top_type = ha_1
yosysMostFrequentCell = ha_1
synth_cells = 1186

[clock_network]
post_cts_buffers = 0
ctsResizeCount = 0
hold_buffers = 0

[drt]
met1_length_um = 16500
drtAntennaViolNets = 0
wl_met2_um = 16400
wl_met3_um = 5050
highest_layer = met5
viasPerCell = 7.15
antenna-diode-count = 0
drtPass1Iterations = 6
wl_per_cell_um = 27.8
routed-via-count = 10354
wirelength_um = 40300
drc = 0
drt_iter0_drc = 1258

[global_routing]
grt_pass1_vias = 9406
grt-ovfl-total = 0
antenna_found_initial = 1
grt_max_degree = 65
grt_pass1_wl_um = 59500
grt_util_all_layers_pct = 45.6

[finish]
nFlopsAndLatches = 0
nFillCells = 1674
clkbuf_count = 0
finalNonFillerCells = 1448
layout-drive-gt1-share_pct = 8.75
syn_to_final_growth_pct = 12.2
logic_area_mm2 = 0.00809
ff_latch_area_um2 = 0

[die]
fp_util_pct = 50.9
rows = 48
die_y_um = 134
die_area_mm2 = 0.0181
ios = 102
core_area_mm2 = 0.0172
fp.dieW_um = 134

[power]
cellLeakagePower_nw = 4.07
power_density_mw_per_mm2 = 59.5
ir_drop_uv = 42.8
finalPower_mw = 0.586

[final_timing]
setup_slack_ns = 1.92
worstMarginPinSlew_ns = 1.05
period_minus_slack_ns = 9.28
slew_headroom_pct = 29.7
setup_violations = 0
hold_violations = 0
slew_viol_final = 0
fmax_mhz = 108
tns_ns = 0
grt_setup_unrepaired = no
finalClockPeriodUsage_pct = 82.8

[placement]
gp_congestion = 1.20
portBuffers = 102
placedCellCount = 1448
dpl_worst_slack_ns = 2.14
hpwl_um = 31400

[job]
warning_count = 97
max_cap_viol_count = 0

[worst_hold_path]
min_path_type = in -> out
## metal layers
metal,GRT usage [%],vias to the layer above
met3,13.3,145
li1,-,4587
met1,63.9,4865
met5,0,-
met2,64.8,755
met4,21.0,2
## power by group
part           internal (mW)  switching, mW
clock network              0              0
logic                  0.242          0.344
registers                  0              0
## tightest hold or removal path: cells and delay by family
family,cells,cell delay (ns)
compound gates,2,0.27
buf+inv,3,0.73
simple gates,2,0.22
## final timing paths
kind,from,endpoint,slack [ns],cells after the start
worst max-delay path,SrcA[12],Zero,1.92,12
worst min-delay path,SrcB[2],ALUResult[2],5.71,7
## cells in the final DEF, fill, tap and decap left out, types with 5 or more instances in the layout
cell type        instances
nor3b_1                  5
a211o_1                  5
o21ai_1                  7
clkdlybuf4s50_1         97
xnor2_1                 12
o2111ai_1                8
o21ai_0                 59
a31oi_1                 16
or3_1                    8
a22oi_1                 13
and3_1                   7
mux2_2                   8
ha_1                   126
nor2_1                  99
a21oi_1                 61
a2111oi_0                6
nor4_1                  18
inv_1                   80
and2_1                   6
mux2_1                  11
a221oi_1                21
o32ai_1                  5
nand4_1                 16
a21o_1                  17
o221ai_1                 6
o31ai_1                 10
o21a_1                   9
mux4_2                  52
o211ai_1                15
nor2b_1                 18
mux2i_1                 37
a211oi_1                21
nand2b_1                13
nor3_1                  37
xor2_1                  39
nand2_1                103
buf_4                   22
nand3_1                 35
o22ai_1                 16
## metrics by stage
stage	utilization [%]	cell area, um^2	hold WS [ns]
floorplan	-	8770	4.64
global placement	57.1	9840	5.68
detailed placement	57.1	9840	5.67
CTS	57.1	9840	5.67
global route	57.1	9840	5.73
finish	57.1	9840	5.71
## area by class of cell
cell class         instances  share of cell area [%]
repair buffers           123                    11.7
inverters                 83                    3.17
well taps                225                    2.86
multi-input cells       1017                    82.2
## cells by family (layout without fill, tap and decap cells)
logic type / count (synthesis) / after routing / share of synthesized area [%]
xor+xnor: 51 / 51 / 5.09
simple gates: 386 / 386 / 21.5
fa+ha+maj: 127 / 127 / 18.2
compound gates: 344 / 344 / 27.1
mux: 109 / 109 / 20.2
buf+inv: 169 / 206 / 7.95
Power and IR drop assume default switching activity.
